[config.mk]
export PLATFORM = sky130hd
export DESIGN_NAME = bipolar_sum_tree
export DESIGN_NICKNAME = bipolar_sum_tree
export VERILOG_FILES = /design/flow/design.v
export SDC_FILE = /design/flow/constraint.sdc
export NUM_CORES = 4
export LEC_CHECK = 1
export CORE_UTILIZATION = 40
[constraint.sdc]
current_design bipolar_sum_tree

set clk_period 13.7
set clk_io_pct 0.2

create_clock -name clk0 -period $clk_period

set non_clock_inputs [all_inputs -no_clocks]
set_input_delay [expr $clk_period * $clk_io_pct] -clock clk0 $non_clock_inputs
set_output_delay [expr $clk_period * $clk_io_pct] -clock clk0 [all_outputs]
[design.v]
module bipolar_sum_tree #(
    parameter VECTOR_LEN = 32,
    parameter VECTOR_LEN_LOG_2 = $clog2(VECTOR_LEN),
    parameter NUM_CODEBOOK_BITS = 4
)(
    input  logic signed [VECTOR_LEN-1 : 0][3 : 0] inner_partial_products,  
    output logic signed bipolar_value
);
    logic signed [15 : 0][4 : 0] layer_1;  
    logic signed [7  : 0][5 : 0] layer_2;  
    logic signed [3  : 0][6 : 0] layer_3;  
    logic signed [1  : 0][7 : 0] layer_4;  
    logic signed         [8 : 0] layer_5;  
    generate
        for (genvar i = 0; i < 32; i = i + 2) begin
            always_comb begin
                layer_1[i>>1] = $signed(inner_partial_products[i] + inner_partial_products[i+1]);
            end
        end
        for (genvar j = 0; j < 16; j = j + 2) begin
            always_comb begin
                layer_2[j>>1] = $signed(layer_1[j] + layer_1[j+1]);
            end
        end
        for (genvar k = 0; k < 8; k = k + 2) begin
            always_comb begin
                layer_3[k>>1] = $signed(layer_2[k] + layer_2[k+1]);
            end
        end
        for (genvar l = 0; l < 4; l = l + 2) begin
            always_comb begin
                layer_4[l>>1] = $signed(layer_3[l] + layer_3[l+1]);
            end
        end
        always_comb begin
            layer_5       = $signed(layer_4[0] + layer_4[1]);
            bipolar_value = layer_5[8];
        end
    endgenerate
endmodule
[run.sh]
#!/bin/bash
# OpenROAD 26Q1-2900-gdf79404cd8, Yosys 0.63+post, stock flow scripts
make -C /OpenROAD-flow-scripts/flow DESIGN_CONFIG=/design/flow/config.mk WORK_HOME=/design/flow/orfs finish
==> flow_metrics.tcl <==
# collected from the flow reports
set metrics [dict create \
    setup_slack_ps 2070 \
    holdWs_ps 7120 \
    wl_per_cell_um 11.2 \
    topCombFamilyByArea "adder cells" \
    rsz0062_at_grt "false" \
    ys_sh_aoi_pct 7.18 \
    ys_cells 323 \
    slew_viol_final 0 \
    xor_share_pct 14.5 \
    syn_inst 323 \
    final-instance-count-excl-fill 556 \
    arrival_ps 8890 \
    clock_buffers 0 \
    hold_path.class "primary input to primary output" \
    place_area_mm2 0.00479 \
    critical_path.cell_chain "clkdlybuf4s50_1, ha_1, a21o_1, a21oi_1, xnor2_1, fa_1, fa_1, inv_1, fa_1, fa_1, fa_1, inv_1, fa_1, inv_1, ha_1, nand4_1, o31ai_1, a31o_2, xnor2_1, clkdlybuf4s50_1" \
    hold_viol 0 \
    slowest_stage "fa_1" \
    rows 33 \
    finalWeightedCongestion 0.795 \
    fp_util_pct 41.2 \
    synth_dominant_cell_count "inv_1" \
    hold_buffers 0 \
    worstMarginPinSlew_ps 325 \
    warning_count 32 \
    cap_violations 0 \
    grt_pass1_wl_um 10800 \
    ys_warn_count 1 \
    hold_start "inner_partial_products[124]" \
    routed_wl_um 6220 \
    dieHeight_um 94.0 \
    min_to "bipolar_value" \
    ys_area_mm2 0.00338 \
    drc 0 \
    crit_type "primary input to primary output" \
    port_buffers 129 \
    crit_path_start_kind "primary input" \
    drive_gt1_share_pct 0.443 \
    simple_gate_share_pct 0.333 \
    crit_required_ps 10960 \
    syn_area_per_cell_um2 10.5 \
    netlist.area_leader.share_pct 45.6 \
    grt_overflow 0 \
    ff_latch_area_um2 0 \
    setup_viol 0 \
    cp-end-kind "primary output" \
    postCtsSetupRepairBufs 0 \
    die_w_um 94.0 \
    grt_max_degree 6 \
    grt_pass1_vias 2591 \
    status "complete, no violations" \
    slew_headroom_pct 78.1 \
    numSequentialCells 0 \
    synth_area_mm2 0.00338 \
    cts_resized 0 \
    track_usage_pct 16.4 \
    hpwl_um 6230 \
    vias 2443 \
    fin_crit_ps 11630 \
    slowest_delay_ps 620 \
    largest_area_cell "fa_1" \
    postSynthSeqShare_pct 0 \
    drtPass1Iterations 4 \
    fin_area_mm2 0.00479 \
    syn_to_final_growth_pct 41.7 \
    yosysUniqueCellTypes 13 \
    mux_share_pct 0 \
    ys_sh_adder_pct 67.8 \
    num_io_pins 129 \
    drt_iter0_markers 9 \
    drtAntennaViolNets 0 \
    topCellsByArea "fa_1 46%, ha_1 22%, xnor2_1 11%, inv_1 9.9%, a21o_1 3.8%" \
    fmax_mhz 86.0 \
    chipArea_mm2 0.00883 \
    viasPerCell 4.39 \
    dp.cells 556 \
    utilization_pct 58.3 \
    antennaDiodeCount 0 \
    worst-path-max-fanout 2 \
    common_cells "89 x inv_1, 77 x fa_1, 60 x ha_1, 44 x xnor2_1, 18 x a21oi_1" \
    crit_top_cell "fa_1" \
    finalSetupTns_ps 0 \
    core-area_mm2 0.00822 \
    finalCritPeriodShare_pct 84.9 \
    hold_depth 7 \
    dp_slack_ps 2060 \
    antenna_found_initial 0 \
]
cells by family (layout without fill, tap and decap cells):
group | Yosys count | count (layout)
AOI/OAI and AO/OA | 38 | 38
xor gates and xnor gates | 56 | 56
adders and majority gates | 137 | 137
buffers and inverters | 90 | 218
and+or+nand+nor | 2 | 2
worst max path at each step:
stage	start	end	slack, ps
6_report	inner_partial_products[9]	bipolar_value	2070
5_1_grt	inner_partial_products[9]	bipolar_value	1640
4_1_cts	inner_partial_products[9]	bipolar_value	2020
critical path: cells and delay by family:
family                     cells  cell delay, ps
AOI/OAI and AO/OA              4             860
xor gates and xnor gates       2             270
adders and majority gates      8            3790
buffers and inverters          5            1100
and+or+nand+nor                1              90
layer usage:
| layer | up-vias | routed length (um) | GRT usage (%) |
|---|---|---|---|
| met4 | 0 | 0 | 0 |
| met1 | 1130 | 2740 | 25.2 |
| li1 | 1244 | - | - |
| met2 | 69 | 2970 | 26.0 |
| met5 | - | 0 | 0 |
| met3 | 0 | 500 | 4.28 |
cell type report:
cell class,count,area (um2)
Tap cell,105,131
Inverter,89,334
Timing Repair Buffer,129,1290
Multi-Input combinational cell,233,3040
Fill cell,721,3420
cells in the final DEF (no fill, tap or decap):
master	n
inv_1	89
nand4_1	1
ha_1	60
xor2_1	12
clkdlybuf4s50_1	129
a21o_1	17
o21ai_2	1
fa_1	77
o31ai_1	1
a21oi_1	18
xnor2_1	44
nand3_1	1
a31o_2	1
